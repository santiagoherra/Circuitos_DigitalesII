**./config.mk**
```make
export PLATFORM = sky130hd
export DESIGN_NAME = sumador
export DESIGN_NICKNAME = sumador
export VERILOG_FILES = /design/flow/design.v
export SDC_FILE = /design/flow/constraint.sdc
export NUM_CORES = 4
export LEC_CHECK = 1
export CORE_AREA = 10 10 70 70
export DIE_AREA = 0 0 80 80
```
**./constraint.sdc**
```tcl
current_design sumador

set clk_period 2.0
set clk_io_pct 0.2

create_clock -name clk0 -period $clk_period [get_ports {clk}]

set non_clock_inputs [all_inputs -no_clocks]
set_input_delay [expr $clk_period * $clk_io_pct] -clock clk0 $non_clock_inputs
set_output_delay [expr $clk_period * $clk_io_pct] -clock clk0 [all_outputs]
```
**./design.v**
```verilog
module sumador (
    input clk   ,
    input enb   ,
    input rst   ,
    input [3:0] a     ,
    input [3:0] b     ,
    output [3:0] c
);
reg c;
always @(posedge clk ) begin
    if(enb) begin
        c <= a + b;
    end  
    else if (rst) begin
        c <= 0;
    end
end
endmodule
```
**./run.sh**
```bash
#!/bin/bash
# OpenROAD 26Q1-2900-gdf79404cd8, Yosys 0.63+post, stock flow scripts
make -C /OpenROAD-flow-scripts/flow DESIGN_CONFIG=/design/flow/config.mk WORK_HOME=/design/flow/orfs finish
```
==> summary.txt <==
flow finished, numbers: outcome=finished clean, Yosys Instances=20, Die Y=80 um, Worst Path Max Fanout=2, area grow syn2layout=87.1%, syn_area_per_cell=12.6 um2, relative slew slack=0.882, vias after detailed routing=194, RePlAce Congestion=0.821, Max Clk Rate=0.606 GHz, DP HPWL=585 um, vias in the first global route=235, initial drt markers=3, post-CTS sizing=0, DRC Markers=0, DRT Wirelength=653 um, CP Launch Type=input pin, OpenROAD warning count=25, core area=3420 um2, Commonest Layout Cell=clkdlybuf4s50_1, max reg flops=4, Fin Setup TNS=0 ps, crit path DAT=1640 ps, I/O pin cnt=15, Pleak=0.173 nW, yosys xor share=0.0693, Crit Path Class=in2reg, via density per instance=2.34, Clock Sink Count=4, CTS H-tree lvls=1, worst-margin pin slew=176 ps, CTS tree=yes, Detailed Routing Iterations Pass 1=2, RSZ-0062 raised after global routing=no, Die X=80 um, Top Layout Cells=clkdlybuf4s50_1 (14), edfxtp_1 (4), ha_1 (3), clkbuf_4 (3), fp_density=0.0740, max_cap viols=0, Post-Synthesis Cell Area=253 um2, Ys Warns=1, Top non-seq family=adder cells, Complex Gates by Area=0.0842, Largest Register=c, ANT cells=0, Num CTS Buffers=3, largest registers=c x4, CP Capture Type=flip-flop, non-filler instance count after layout=83, cell count after synthesis=20, Hold Path Class=in2reg, Avg WL per Cell=7.87 um, die area=6400 um2, dpl cells=80, initial antenna violation count=0, PwrDens=586 nW/um2, fa+ha+maj area frac=0.228, distinct lib cells=13, GRT overflow=0, IO Port Bufs=14, Bufs on Longest Clock Path=2, largest net degree at the start of global routing=5, Clock Pin Slew Worst Setup and Hold Paths=40 ps, area reported by Yosys stat=253 um2, crit share post-route=0.825, Max Slew Vio Count=0, worst path required time=1990 ps, Final ANT Viol Nets=0, register share after synthesis=0.475, share of cells above drive strength 1=0.135, Place WS=103 ps, post-cts hold buffer count=0, row cnt=21, simple-gate area share of the yosys netlist=0.129, setup slack after layout=349 ps, setup repair bufs after CTS=0, Yosys reg bits=4, Hold Vio Cnt, Final=0, Setup Viol. Count Final=0, Tmin final=1650 ps, GR Util All Layers=0.0207, Clock Root Buffer=clkbuf_4, mux share of post-synthesis cell area=0, first-pass GRT wire length=1.00 mm, VDD IR max=0.127 mV
[layer usage]
metal | global-route usage | share of wire | vias to the layer above
met2 | 0.0185 | 0.20 | 17
met4 | 0.00352 | 0 | 0
met1 | 0.0264 | 0.50 | 72
met3 | 0.0284 | 0.30 | 0
li1 | - | - | 105
met5 | 0 | 0 | -
[through the flow]
step / hold slack, ps / cell area (um2) / power [mW] / utilization
2_1_floorplan: 598 / 253 / 0.131 / -
4_1_cts: 887 / 473 / 0.284 / 0.138
5_1_grt: 904 / 473 / 0.298 / 0.138
3_5_place_dp: 1130 / 450 / 0.180 / 0.132
6_report: 894 / 473 / 0.277 / 0.138
3_3_place_gp: 1120 / 450 / 0.179 / 0.132
[synthesized netlist by cell type, drive strengths merged]
| library cell | n | area share |
|---|---|---|
| and2 | 2 | 0.049 |
| inv | 1 | 0.015 |
| a21oi | 2 | 0.054 |
| or2 | 1 | 0.025 |
| ha | 3 | 0.15 |
| fa | 1 | 0.079 |
| xnor2 | 1 | 0.035 |
| nor2 | 1 | 0.015 |
| a21o | 1 | 0.030 |
| edfxtp | 4 | 0.48 |
| nand3 | 2 | 0.040 |
| xor2 | 1 | 0.035 |
[layout make-up]
cell class	count	area, um2
fill	403	2940
timing repair buffer	14	140
multi-input combinational	15	129
sequential	4	120
tap	46	57.6
clock buffer	3	22.5
inverter	1	3.75
[critical path, cell delays in order]
cell,delay [ps]
clkdlybuf4s50_1,460
ha_1,190
fa_1,420
and2_1,170
[power by group]
| group | internal [mW] | switching, mW |
|---|---|---|
| clock | 0.0671 | 0.0323 |
| combinational | 0.0480 | 0.0224 |
| sequential | 0.105 | 0.00217 |
| total | 0.220 | 0.0569 |
[cells by family after synthesis]
| kind of cell | count (synthesis) |
|---|---|
| DFF | 4 |
| xor gates and xnor gates | 2 |
| and+or+nand+nor | 6 |
| AOI/OAI and AO/OA | 3 |
| adders and majority gates | 4 |
| buffers and inverters | 1 |
[worst paths after layout]
path  startpoint                 end  cells after the start
max         a[0]  c[1]$_SDFFCE_PN0P_                      4
min          rst  c[3]$_SDFFCE_PN0P_                      2
Power is estimated from default activity; no workload was simulated.
